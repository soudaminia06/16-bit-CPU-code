File: design.v
interface cr_if
(
  input     clk,
  input     rstn
);
endinterface
interface perm_if.sv
#(
  parameter ADDR_WIDTH=16
)();
  logic  [ADDR_WIDTH-1:0] addr_start;
  logic  [ADDR_WIDTH-1:0] addr_end;
  logic                   perm_req;
  logic                   error;
endinterface
interface read_if
#(
  parameter ADDR_WIDTH=16,
  parameter DATA_WIDTH=16,
)();
  logic                   req;
  logic  [ADDR_WIDTH-1:0] addr;
  logic                   ack;
  logic  [DATA_WIDTH-1:0] data;
endinterface
interface write_if
#(
  parameter ADDR_WIDTH=16,
  parameter DATA_WIDTH=16,
)();
  logic                   req;
  logic  [ADDR_WIDTH-1:0] addr;
  logic                   ack;
  logic  [DATA_WIDTH-1:0] data;
endinterface
module add(rs1, rs2, add_rd,co);
  parameter N = 16;
  input [N-1:0] rs1, rs2;
  output reg [N-1:0] add_rd;
  output reg [N-1:0] co;
  always@(*) begin
    add_rd = rs1 + rs2;
    co = (rs1 + rs2) >> N;
  end
endmodule
File: run.sh
#!/bin/bash
# OpenROAD 26Q1-2900-gdf79404cd8, Yosys 0.63+post, stock flow scripts
make -C /OpenROAD-flow-scripts/flow DESIGN_CONFIG=/design/flow/config.mk WORK_HOME=/design/flow/orfs finish
File: config.mk
export PLATFORM = sky130hd
export DESIGN_NAME = add
export DESIGN_NICKNAME = add
export VERILOG_FILES = /design/flow/design.v
export SDC_FILE = /design/flow/constraint.sdc
export NUM_CORES = 4
export LEC_CHECK = 1
export CORE_AREA = 10 10 70 70
export DIE_AREA = 0 0 80 80
File: constraint.sdc
current_design add

set clk_period 7.9
set clk_io_pct 0.2

create_clock -name clk0 -period $clk_period

set non_clock_inputs [all_inputs -no_clocks]
set_input_delay [expr $clk_period * $clk_io_pct] -clock clk0 $non_clock_inputs
set_output_delay [expr $clk_period * $clk_io_pct] -clock clk0 [all_outputs]
==> metrics.cfg <==
[place]
portBuffers=48
gp_congestion=0.848
place_hpwl_um=2330
dp_cells=208
place_ws_ps=2060

[cells_and_area]
n_clock_buffer=0
areaGrowthSynthToFinish_pct=55.9
flop_area_um2=0
drive_gt1_share_pct=2.47
finish.utilization_pct=38.7
layout.cells.non_filler=208
seq_cell_count=0

[setup_path]
end_kind=output port
crit_slowest_cell=clkdlybuf4s50_1
cp_max_fo=3
start_kind=input port
arrival_ps=4260
crit_chain=clkdlybuf4s50_1 -> ha_1 -> fa_1 -> a21o_2 -> a311oi_2 -> o21ai_0 -> a311oi_1 -> nor3_1 -> clkdlybuf4s50_1
worstPathRequired_ps=6320
cp_common_cell=clkdlybuf4s50_1
max_stage_delay_ps=440
crit_type=input port to output port

[grt]
overflow=0
busiest_layer=met2
grt_util_met3_pct=2.61
grt_util_all_layers_pct=7.70
grt_pass1_vias=955
grt_pass1_wl_um=4210
met1_usage_pct=10.1
antenna_found_initial=0
grt_use_met2_pct=12.6
grt_max_degree=7

[routing]
viasPerCell=4.34
drtIter0Drc=20
drt_wl_total_um=2530
vias=903
antenna_cells=0
wl_per_cell_um=12.2
first_pass_iters=4
post-route-drc-count=0
ant_nets=0

[final_timing]
setup_viol=0
rsz0062_at_grt=false
timing.final.crit_share_pct=74.0
fin_setup_tns_ps=0
drv_slew=0
hold_viol_final=0
min_period_ps=5840
finalWorstSetupSlack_ps=2060
max_freq_mhz=171

[floorplanning]
chipWidth_um=80
fp_util_pct=24.8
core_area_um2=3420
num_io_pins=64
die_area_um2=6400
die_y_um=80
rows=21

[pwr]
power_density_nw_per_um2=80.5
ir_drop_uv=18.9
p_leak_uw=0.000553

[logic_synthesis]
syn_avg_cell_area_um2=7.38
yosys-stat-cells=115
synth_area_um2=848
netlist-cell-type-count=29
synth.top_cell.area_share_pct=22.1
area_leaders=ha_1 22%, buf_4 14%, xnor2_1 10%, a21oi_1 10%, xor2_1 5.2%
yosys_warnings=1
yosysChipArea_um2=848
postSynthSeqShare_pct=0
yosys.area.top_type=ha_1
syn_inst=115

[run]
cap_viol_max_count=0
warnings=32

[run_status]
status=finished, final reports clean

[min_path]
hold_class=input port to output port

[clocking]
hold_buffers=0
post_cts_buffers=0
cts_resized=0

==> worst max-delay path, delay by kind of cell <==
family | cells | cell delay (ps)
adder cells (fa/ha/maj) | 2 | 620
buffers and inverters | 2 | 840
AND/OR/NAND/NOR | 1 | 70
AND-OR/OR-AND | 4 | 1140
==> Yosys cell counts (2+ instances only) <==
cell type	count
ha_1	15
xnor2_1	10
xor2_1	5
buf_4	16
a21o_1	2
o21bai_1	2
nor3_1	3
nor2b_1	2
o21ai_0	8
o211ai_1	3
nand3_1	4
inv_1	3
nand2_1	9
nor2_1	2
a21oi_1	17
==> final cells by class <==
class | count | area [um^2]
fillers | 354 | 2090
inverters | 3 | 11.3
multi-input cells | 111 | 773
well taps | 46 | 57.6
repair buffers | 48 | 480
==> per-layer routing <==
layer / up-vias / wire, um
li1: 485 / -
met1: 387 / 1150
met2: 31 / 1140
met3: 0 / 237
met4: 0 / 0
met5: - / 0
==> kinds of logic after synthesis <==
logic type / Yosys count / synth area share (%)
multiplexers: 1 / 1.18
AND/OR/NAND/NOR: 23 / 12.8
other: 1 / 0.442
adder cells (fa/ha/maj): 16 / 24.5
AND-OR/OR-AND: 40 / 30.1
buffers and inverters: 19 / 15.5
XOR/XNOR: 15 / 15.5
==> where the power goes <==
group / internal, uW / switching [uW]
Combinational: 67.5 / 38.9
Clock: 0 / 0
Sequential: 0 / 0
==> path summary, 6_finish.rpt <==
path / from / end / cells past startpoint
setup / recovery: rs1[0] / add_rd[10] / 9
hold / removal: rs2[0] / add_rd[0] / 3
==> layout by cell type, fill, tap and decap left out, drive strengths merged, types with 2 or more instances in the layout <==
cell / count
nand2: 9
conb: 16
xnor2: 10
nand3: 4
nor2b: 2
o211ai: 3
a311oi: 2
nor3: 3
xor2: 5
o21bai: 2
o21ai: 8
a21oi: 17
inv: 3
ha: 15
clkdlybuf4s50: 48
nor2: 2
a21o: 3
==> metrics by stage <==
stage	cell area (um^2)	total power [uW]	hold slack [ps]
final	1320	106	4190
after global routing	1320	119	4240
after CTS	1320	109	4200
after detailed placement	1320	108	4200
after global placement	1320	108	4200
after floorplan	905	53.1	3230
Power is estimated from default activity; no workload was simulated.
