[/design/flow/run.sh]
#!/bin/bash
# OpenROAD 26Q1-2900-gdf79404cd8, Yosys 0.63+post, stock flow scripts
make -C /OpenROAD-flow-scripts/flow DESIGN_CONFIG=/design/flow/config.mk WORK_HOME=/design/flow/orfs finish
[/design/flow/config.mk]
export PLATFORM = sky130hd
export DESIGN_NAME = divider
export DESIGN_NICKNAME = divider
export VERILOG_FILES = /design/flow/design.v
export SDC_FILE = /design/flow/constraint.sdc
export NUM_CORES = 4
export LEC_CHECK = 1
export CORE_UTILIZATION = 30
[/design/flow/constraint.sdc]
current_design divider

set clk_period 11.3
set clk_io_pct 0.2

create_clock -name clk0 -period $clk_period [get_ports {clk}]

set non_clock_inputs [all_inputs -no_clocks]
set_input_delay [expr $clk_period * $clk_io_pct] -clock clk0 $non_clock_inputs
set_output_delay [expr $clk_period * $clk_io_pct] -clock clk0 [all_outputs]
[/design/flow/design.v]
interface cr_if
(
  input     clk,
  input     rstn
);
endinterface
interface perm_if.sv
#(
  parameter ADDR_WIDTH=16
)();
  logic  [ADDR_WIDTH-1:0] addr_start;
  logic  [ADDR_WIDTH-1:0] addr_end;
  logic                   perm_req;
  logic                   error;
endinterface
interface read_if
#(
  parameter ADDR_WIDTH=16,
  parameter DATA_WIDTH=16,
)();
  logic                   req;
  logic  [ADDR_WIDTH-1:0] addr;
  logic                   ack;
  logic  [DATA_WIDTH-1:0] data;
endinterface
interface write_if
#(
  parameter ADDR_WIDTH=16,
  parameter DATA_WIDTH=16,
)();
  logic                   req;
  logic  [ADDR_WIDTH-1:0] addr;
  logic                   ack;
  logic  [DATA_WIDTH-1:0] data;
endinterface
  module comparator(
  input [31:0] a,
  input [31:0] b,
  output reg eq,
  output reg lt
);
always @(a or b) begin
  eq = (a == b);
  lt = (a < b);
end
endmodule
module divider(
  input clk,
  input rst,
  input en,
  input [31:0] divide_by,
  output reg div_out
);
reg [31:0] counter = 0;
comparator comp (
  .a(counter),
  .b(divide_by),
  .eq(div_out),
  .lt(counter_next)
);
always @(posedge clk) begin
  if (rst) begin
    counter <= 0;
  end else if (en) begin
    if (counter_next) begin
      counter <= counter + 1;
    end
  end
end
endmodule
module top;
  reg [15:0]rs1,rs2;
  wire [15:0]add_rd,sub_rd,mul_rd,div_rd;
  div div_dut(rs1,rs2,div_rd);
  initial begin
    repeat(1)begin
      rs1=12;
      rs2=12;
      #1;
          $display("rs1=%d, rs2=%d, div_rd=%d  ", rs1,rs2,div_rd);
    end
  end
  initial begin
    $dumpfile("test.vcd");
    $dumpvars(1);
  end
endmodule
==> results.tsv <==
metric	value	unit
Compound-Gate Fraction of Synth Area	21.9	%
Finish-stage setup viols	0	
worst r2r path cells	8	
vias in the first global route	2050	
cell total in the yosys stat output	320	
Max FO, Critical Path	3	
met2 wire length	2.68	mm
placed cells	439	
Mapped Avg Cell Area	7.83	um^2
drt pass-1 iters	6	
switching share of power	23.0	%
chip area line of the yosys report	0.00250	mm^2
fin cells	447	
Endpoint, Worst Hold	counter[31]	
via count	2381	
RePlAce Congestion	0.819	
FF+latch count, synth	32	
tally of unique sky130hd cells used after synthesis	34	
Slew @ Worst Pin	0.689	ns
port bufs	35	
period utilization	61.9	%
Comb power frac	11.8	%
largest registers	counter x32	
pwr dens	84.3	mW/mm^2
GRT Total Usage	14.0	%
Log Warnings	25	
IO Pins	36	
1st-iter DRT viols	114	
Synth mux share	0	%
post-layout min period	7.00	ns
most frequent logic cell in the layout	a21oi_1	
Adder Area Share	16.5	%
Metal-1 WL	3.14	mm
Dominant comb cell	simple AND/OR/NAND/NOR gates	
largest net degree at the start of global routing	65	
htree depth	2	
Clock power frac	43.2	%
grt ovf	0	
CTS tree	done	
DRC viols	0	
Hold Path Origin	counter[31]	
vertical die size	93.4	um
CTS Hold Buffers Added	0	
clock buffer count from CTS	5	
clock skew	0.00639	ns
ANT nets after route	0	
status	completed	
fin. max-slew vios	0	
Clock Sinks	32	
WP depth	8	
Worst path max stage delay	0.59	ns
met3 WL post-DR	128	um
Seq pwr share	45.1	%
Core ar.	0.00789	mm^2
crit end category	output port	
critical-path cell list	clkdlybuf4s50_1 -> inv_1 -> ha_1 -> nand4_1 -> nor4_1 -> nand2_1 -> nor4_1 -> clkdlybuf4s50_1	
CP Class	input pin to output port	
Net Sw Power	58.1	uW
Worst Path Required	9.04	ns
synthesized area	0.00250	mm^2
postcts setup bufs	0	
Longest Clk Path Bufs	2	
top sig layer	met4	
most instantiated logic cells after routing	a21oi_1, clkdlybuf4s50_1, inv_1, ha_1, dfxtp_1	
Die Size	0.00872	mm^2
Hold Path Depth	2	
max reg flops	32	
FMAX	143	MHz
XOR Share, Synth	0	%
yosys simple share	26.4	%
Syn. warnings	3	
max-capacitance violation count	0	
RSZ-0062 raised after global routing	no	
final sum of negative setup slack	0	ns
DR WL/cell	13.4	um
share of cells above drive strength 1	3.77	%
vias per std cell	5.33	
register share after synthesis	25.6	%
Bufs and invs on worst path	3	
clk root buf	clkbuf_8	
FP Util	31.8	%
initial antenna violation count	0	
cts repair resizes	0	
first-pass GRT wire length	9.89	mm
Worst R2R Start	counter[23]	
Top reg by flops	counter	
Critical Path Source Type	input pin	
hpwl dp	4.06	mm
worst hold-check path type	flip-flop to flip-flop	
wirelength, routed	5.98	mm
Die Width	93.4	um
P_int	195	uW
Peak VDD IR	46.3	uV
pre-CTS WS	4.23	ns
Reg2Reg Setup Slack	8.30	ns
Slowest-stage cell, CP	nor4_1	
row cnt	32	
crit-path leading delay family	simple AND/OR/NAND/NOR gates	
relative slew slack	54.1	%
FF-to-FF End	counter[29]	
Setup WS post-layout	4.30	ns
Reg clk slew, reported paths	0.07	ns
Antenna Cells	0	
Static Leak	0.00118	uW
Hold Fails Final Rpt	0	
Post-Synthesis Cells	320	
Area growth syn-to-layout	19.8	%
CP Data Arrival Time	4.74	ns
clock latency (worst-skew pair)	0.28	ns
## final cells by class
type,count,area (um^2)
clock inverters,2,35.0
fillers,791,4890
flip-flops and latches,32,641
well taps,102,128
clock buffers,6,72.6
multi-input cells,233,1620
repair buffers,38,373
inverters,34,128
## cell usage after synthesis
cell | number | area [um^2]
nand2b_1 | 2 | 12.5
dfxtp_1 | 32 | 641
nand4_1 | 19 | 119
nand2_1 | 19 | 71.3
buf_2 | 3 | 15.0
a21boi_0 | 1 | 7.51
nor2b_1 | 1 | 6.26
nand3_1 | 17 | 85.1
a221oi_2 | 1 | 15.0
and4_1 | 3 | 26.3
buf_6 | 3 | 33.8
inv_1 | 34 | 128
or4_1 | 27 | 203
nor3_1 | 1 | 5.00
nor4_2 | 1 | 12.5
buf_4 | 2 | 15.0
or3_1 | 4 | 25.0
a221o_1 | 1 | 10.0
ha_1 | 33 | 413
and3_1 | 6 | 37.5
o21ai_0 | 9 | 45.0
nor2_1 | 5 | 18.8
a21oi_1 | 44 | 220
o211ai_1 | 1 | 7.51
o31ai_1 | 27 | 203
o21bai_1 | 1 | 7.51
and2_1 | 2 | 12.5
nor4_1 | 3 | 18.8
clkbuf_1 | 13 | 48.8
o311a_1 | 1 | 10.0
o21a_1 | 1 | 7.51
a21oi_2 | 1 | 8.76
or3b_1 | 1 | 8.76
a21o_1 | 1 | 7.51
## worst min-delay path: stages (launching register included)
cell and delay (ns):
dfxtp_1 0.33, o31ai_1 0.07, a21oi_1 0.06
## worst max path at each step
stage	from	end	slack [ns]
4_1_cts	divide_by[30]	div_out	4.21
5_1_grt	divide_by[30]	div_out	4.13
6_report	divide_by[30]	div_out	4.30
## power groups by stage
| stage | combinational [uW] | clock, uW | sequential (uW) |
|---|---|---|---|
| 6_report | 29.7 | 109 | 114 |
| 4_1_cts | 30.0 | 112 | 114 |
| 5_1_grt | 33.2 | 117 | 114 |
## logic make-up after synthesis
group / count (synthesis)
buffers and inverters: 55
AND-OR/OR-AND: 89
AND/OR/NAND/NOR: 111
adder cells (fa/ha/maj): 33
flip-flops: 32
## per-stage QoR
| stage | utilization, % | cell area [um^2] | power, uW | hold slack (ns) |
|---|---|---|---|---|
| floorplan | - | 2500 | 131 | 0.450 |
| global placement | 36.7 | 2890 | 146 | 0.484 |
| detailed placement | 36.7 | 2890 | 146 | 0.496 |
| CTS | 38.0 | 3000 | 255 | 0.508 |
| global route | 38.0 | 3000 | 264 | 0.521 |
| finish | 38.0 | 3000 | 253 | 0.503 |
## layer usage
layer | track usage [%] | vias to the layer above
met5 | 0 | -
met4 | 1.28 | 0
met3 | 1.74 | 5
met2 | 21.9 | 16
met1 | 21.6 | 1100
li1 | - | 1260
No activity file was given, so power comes from the tool's default toggle rates.
